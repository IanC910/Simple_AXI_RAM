==> ./design.v <==
module AXI4_Lite_Slave_FSM (
	clk, rst, rst_RAM,
	ARVALID, ARREADY,
	RVALID, RREADY,
	AWVALID, AWREADY,
	WVALID, WREADY,
	BVALID, BREADY
);
	input	clk;
	input  	rst;  
    output  rst_RAM;  
	input   ARVALID;
	output  ARREADY;
	output	RVALID;
	input	RREADY;
	input 	AWVALID;
	output 	AWREADY;
	input 	WVALID;
	output 	WREADY;
	output 	BVALID;
	input 	BREADY;
    reg[3:0] state;
    assign rst_RAM = (state == 0) | (rst & state == 1);
	assign AWREADY = (state == 1);
	assign ARREADY = (state == 1);
	assign RVALID = (state == 2);
	assign WREADY = (state == 3);
    assign BVALID = (state == 4);
    always @ (posedge clk) begin
		if(rst & state <= 1) begin
			state <= 0;
		end
		else if (state == 0) begin
			state <= 1;
		end
		else if (state == 1) begin
			if(ARVALID) begin
				state <= 2;
			end
			else if(AWVALID) begin
				state <= 3;
			end
		end
		else if (state == 2) begin
			if(RREADY) begin
				state <= 1;
			end
		end
		else if (state == 3) begin
			if(WVALID) begin
				state <= 4;
			end
		end
		else if (state == 4) begin
			if(BREADY) begin
				state <= 1;
			end
		end
        else begin
            state <= 0;
        end
	end
endmodule
module Simple_AXI_RAM #(parameter NUM_SLOTS = 6, parameter DATA_WIDTH_BYTES = 4)
(
	clk, rst,
	ARVALID, ARREADY, ARADDR, ARPROT,
	RVALID, RREADY, RDATA, RRESP,
	AWVALID, AWREADY, AWADDR, AWPROT,
	WVALID, WREADY, WDATA, WSTRB,
	BVALID, BREADY, BRESP
);
	parameter ADDR_WIDTH_BITS 	= $clog2(NUM_SLOTS);
	parameter DATA_WIDTH_BITS	= DATA_WIDTH_BYTES * 8;
	input	clk;
	input  	rst;  
	input								ARVALID;
	output								ARREADY;
	input	[ADDR_WIDTH_BITS-1:0]		ARADDR;
	input	[3:0]						ARPROT;  
	output								RVALID;
	input								RREADY;
	output	[DATA_WIDTH_BITS-1:0]		RDATA;
	output	[1:0]						RRESP;
	input 								AWVALID;
	output 								AWREADY;
	input	[ADDR_WIDTH_BITS-1:0] 		AWADDR;
	input	[3:0]						AWPROT;  
	input 								WVALID;
	output 								WREADY;
	input 	[DATA_WIDTH_BITS-1:0]		WDATA;
	input 	[DATA_WIDTH_BYTES-1:0]		WSTRB;
	output 								BVALID;
	input 								BREADY;
	output	[1:0]						BRESP;
	wire 							rst_RAM;
	wire 							r_en;
	reg		[ADDR_WIDTH_BITS-1:0]	r_addr;
	wire 	[DATA_WIDTH_BITS-1:0]	r_data;
	wire 							w_en;
	reg		[ADDR_WIDTH_BITS-1:0]	w_addr;
	wire 	[DATA_WIDTH_BITS-1:0] 	w_data;
	wire	[DATA_WIDTH_BYTES-1:0]	w_strb;
	assign r_en = RVALID;
	assign w_en = WVALID & WREADY;
	assign RDATA = r_data;
	assign w_data = WDATA;
	assign w_strb = WSTRB;
	assign RRESP = (RVALID & (r_addr >= NUM_SLOTS)) ? 3 : 0;  
	assign BRESP = (BVALID & (w_addr >= NUM_SLOTS)) ? 3 : 0;
	always @ (posedge clk) begin
		if(ARVALID & ARREADY) begin
			r_addr <= ARADDR;
		end
		else if(AWVALID & AWREADY) begin
			w_addr <= AWADDR;
		end
	end
	AXI4_Lite_Slave_FSM axi_fsm
	(
		.clk(clk),
		.rst(rst),
		.rst_RAM(rst_RAM),
		.ARVALID(ARVALID),
		.ARREADY(ARREADY),
		.RVALID(RVALID),
		.RREADY(RREADY),
		.AWVALID(AWVALID),
		.AWREADY(AWREADY),
		.WVALID(WVALID),
		.WREADY(WREADY),
		.BVALID(BVALID),
		.BREADY(BREADY)
	);
	Simple_RAM #(.NUM_SLOTS(NUM_SLOTS), .DATA_WIDTH_BYTES(DATA_WIDTH_BYTES)) RAM_unit
	(
		.clk(clk),
    	.rst(rst_RAM),
    	.r_en(r_en),
    	.r_addr(r_addr),
    	.r_data(r_data),
    	.w_en(w_en),
    	.w_addr(w_addr),
    	.w_data(w_data),
		.w_strb(w_strb)
	);
endmodule
module Simple_RAM #(parameter NUM_SLOTS = 6, parameter DATA_WIDTH_BYTES = 4)
(
    clk, rst,
    r_en, r_addr, r_data,
    w_en, w_addr, w_data, w_strb
);
    parameter ADDR_WIDTH_BITS = $clog2(NUM_SLOTS);
    parameter DATA_WIDTH_BITS = DATA_WIDTH_BYTES * 8;
    input   clk;
    input   rst;  
    input                           r_en;
    input   [ADDR_WIDTH_BITS-1:0]   r_addr;
    output  [DATA_WIDTH_BITS-1:0]   r_data;
    input                           w_en;
    input   [ADDR_WIDTH_BITS-1:0]   w_addr;
    input   [DATA_WIDTH_BITS-1:0]   w_data;
    input   [DATA_WIDTH_BYTES-1:0]  w_strb;
    reg [DATA_WIDTH_BITS-1:0] memory [NUM_SLOTS-1:0];
    assign r_data = (r_en & (r_addr < NUM_SLOTS)) ? memory[r_addr] : 0;
    genvar slot;
    genvar byte_sel;
    generate
        for(slot = 0; slot < NUM_SLOTS; slot = slot + 1) begin: connect_data_to_memory_by_slot
            for(byte_sel = 0; byte_sel < DATA_WIDTH_BYTES; byte_sel = byte_sel + 1) begin: connect_data_to_memory_by_byte
                always @ (posedge clk or posedge rst) begin
                    if(rst) begin
                        memory[slot][byte_sel*8 +: 8] <= 0;
                    end
                    else if (w_en & w_addr == slot & w_strb[byte_sel]) begin
                        memory[slot][byte_sel*8 +: 8] <= w_data[byte_sel*8 +: 8] & {8{w_strb[byte_sel]}};
                    end
                end
            end
        end
    endgenerate
endmodule
==> ./run.sh <==
#!/bin/bash
# OpenROAD 26Q1-2900-gdf79404cd8, Yosys 0.63+post, stock flow scripts
make -C /OpenROAD-flow-scripts/flow DESIGN_CONFIG=/design/flow/config.mk WORK_HOME=/design/flow/orfs finish
==> ./config.mk <==
export PLATFORM = sky130hd
export DESIGN_NAME = Simple_AXI_RAM
export DESIGN_NICKNAME = Simple_AXI_RAM
export VERILOG_FILES = /design/flow/design.v
export SDC_FILE = /design/flow/constraint.sdc
export NUM_CORES = 4
export LEC_CHECK = 1
export CORE_UTILIZATION = 30
==> ./constraint.sdc <==
current_design Simple_AXI_RAM

set clk_period 8.3
set clk_io_pct 0.2

create_clock -name clk0 -period $clk_period [get_ports {clk}]

set non_clock_inputs [all_inputs -no_clocks]
set_input_delay [expr $clk_period * $clk_io_pct] -clock clk0 $non_clock_inputs
set_output_delay [expr $clk_period * $clk_io_pct] -clock clk0 [all_outputs]
==> impl_summary.log <==
[flow] summary of implementation run
INFO  metric global_route.overflow_total = 0
INFO  metric switching_share = 30.25%
INFO  metric ys_cells = 715
INFO  metric clockBufferDepth = 3
INFO  metric setup.worst_path.class = flip-flop to output port
INFO  metric hold_start = RAM_unit.memory[4][31]
INFO  metric ys_seq_share = 54.30%
INFO  metric synth.yosys.chip_area = 0.009364 mm^2
INFO  metric finalCritPeriodShare = 62.45%
INFO  metric sequentialPowerShare = 42.5%
INFO  metric warnings = 35
INFO  metric cts.root.buffer_cell = sky130_fd_sc_hd__clkbuf_16
INFO  metric setup-tns-final = 0 ns
INFO  metric core_area = 0.03067 mm^2
INFO  metric cts-hold-fix-buffers = 0
INFO  metric switchingPower = 0.8497 mW
INFO  metric period_needed = 5.184 ns
INFO  metric async_flop_share = 94.58%
INFO  metric layout-drive-gt1-share = 34.80%
INFO  metric number_of_cell_instances_on_the_worst_register_to_register_path = 3
INFO  metric drt_iter0_drc = 289
INFO  metric critical_path_buf_inv_count = 4
INFO  metric routabilityCongestion = 0.7989
INFO  metric detailroute.via_count = 6,082
INFO  metric number_of_violations_of_the_max_capacitance_limit = 0
INFO  metric p_clk_share = 34.7%
INFO  metric worst_ir_drop_vdd = 0.1660 mV
INFO  metric fin_util = 37.21%
INFO  metric internal-power = 1.960 mW
INFO  metric share_comb_of_total_power = 22.9%
INFO  metric flip_flop_and_latch_count_after_synthesis = 203
INFO  metric final.setup_skew = 0.007453 ns
INFO  metric worst_slew_pin_slew = 0.8608 ns
INFO  metric slowest_cp_cell = sky130_fd_sc_hd__a21oi_2
INFO  metric synth.avg_cell_area = 13.10 um^2
INFO  metric cts_htree_levels = 1
INFO  metric detail-route-antenna-nets = 0
INFO  metric detail_route.drc_violations = 0
INFO  metric critical_path_arrival = 3.52 ns
INFO  metric cp_max_fo = 56
INFO  metric max_freq = 0.1929 GHz
INFO  metric globalRouteTotalUtil = 15.62%
INFO  metric total_power = 2.809 mW
INFO  metric core_utilization_before_placement = 30.53%
INFO  metric row_count = 64
INFO  metric maximum_number_of_pins_on_one_net_before_global_route_repair = 136
INFO  metric grt_pass1_vias = 6,342
INFO  metric power-per-cell-area = 246.2 mW/mm^2
INFO  metric worstHoldEndpoint = RAM_unit.memory[4][31]
INFO  metric grt_pass1_wl = 36,980 um
INFO  metric postSynth.topFlopCell = sky130_fd_sc_hd__dfrtp_1
INFO  metric worst-endpoint-required = 6.64 ns
INFO  metric clkSinkCount = 203
INFO  metric antenna_found_initial = 1
INFO  metric run_status = finished, final reports clean
INFO  metric routed_wl = 23,450 um
INFO  metric boundaryPins = 98
INFO  metric yosysTopAreaCell = sky130_fd_sc_hd__dfrtp_1
INFO  metric critical-path-top-delay-family = buffers and inverters
INFO  metric critical_path_cell_count = 7
INFO  metric crit-reg2reg-capture = RAM_unit.memory[1][11]
INFO  metric holdCritPathClass = flip-flop to flip-flop
INFO  metric critPathCaptureType = output port
INFO  metric setup.reg_to_reg.worst_slack = 5.90 ns
INFO  metric synth.area.top_cells = sky130_fd_sc_hd__dfrtp_1 51%, sky130_fd_sc_hd__mux2_2 21%, sky130_fd_sc_hd__mux2_4 5.1%, sky130_fd_sc_hd__o21ai_0 2.7%, sky130_fd_sc_hd__edfxtp_1 1.9%
INFO  metric worst_hold_slack = 0.4960 ns
INFO  metric synth.cell_area = 0.009364 mm^2
INFO  metric number_of_enable_flip_flop_cells = 6
INFO  metric final_count_of_pins_violating_max_slew = 0
INFO  metric area_growth = 21.87%
INFO  metric tritoncts_clock_tree = yes
INFO  metric rsz0062_at_grt = no
INFO  metric worst_path_most_repeated_cell = sky130_fd_sc_hd__buf_4
INFO  metric portBuffers = 89
INFO  metric die-area = 0.03192 mm^2
INFO  metric clock_insertion_delay_worst_skew = 0.50 ns
INFO  metric die_width = 178.7 um
INFO  metric critPathMaxStageDelay = 0.56 ns
INFO  metric worstPathCellList = buf_4, inv_1, a21oi_2, buf_4, o21ai_0, a21oi_1, clkdlybuf4s50_1
INFO  metric timing.final.hold_violations = 0
INFO  metric setup_viol_count_final = 0
INFO  metric total_leakage_power = 5.331 nW
INFO  metric timing.rr.start = w_addr[1]
INFO  metric wl_per_cell = 19.33 um
INFO  metric via_per_inst = 5.014
INFO  metric yosys_top_cell_area_share = 51.31%
INFO  metric worst_setup_path_start_kind = flip-flop
INFO  metric hold_depth = 1
INFO  metric ys_warn_count = 4
INFO  metric hpwlAfterDp = 14,380 um
INFO  metric post_cts.resized_instances = 0
INFO  metric fillCellCount = 2,890
INFO  metric die_h = 178.7 um
INFO  metric synth_cells = 715
INFO  metric tritoncts.num_buffers = 22
INFO  metric post_cts_buffers = 0
INFO  metric cts.clk_slew.worst_paths = 0.06 ns
INFO  metric detailedRoute.firstPassIterationCount = 4
INFO  metric max_slew_headroom_at_the_worst_pin = 42.40%
INFO  metric netlist-cell-type-count = 35
[cells by family after synthesis]
| kind of cell | share of synthesized area [%] |
|---|---|
| multiplexers | 26.54 |
| flip-flops | 54.30 |
| AND-OR/OR-AND | 11.04 |
| AND/OR/NAND/NOR | 5.639 |
| buffers and inverters | 2.485 |
[metal layers]
layer | part of all wire, % | track usage, % | up-vias
li1 | - | - | 2813
met1 | 44 | 22.96 | 3056
met2 | 47 | 24.39 | 181
met3 | 7.4 | 3.394 | 32
met4 | 1.9 | 3.213 | 0
met5 | 0 | 0 | -
[final cells by class]
cell class                 count  area, um^2  share of cell area, %
tap                          396       495.5                  4.342
antenna                        1       2.502                0.02193
clock inverter                10       86.33                 0.7565
sequential                   203        5085                  44.56
multi-input combinational    465        4066                  35.63
timing repair buffer         105        1023                  8.968
clock buffer                  29       638.1                  5.591
inverter                       4       15.01                 0.1316
[power groups by stage]
stage	logic, mW	registers (mW)	clock network [mW]
5_1_grt	0.722	1.21	1.04
4_1_cts	0.660	1.19	0.997
6_report	0.642	1.19	0.974
[flip-flops by register name, summed over array words and instances, names as in the netlist]
signal and count:
r_addr 3, RAM_unit.memory 192, axi_fsm.state 5, w_addr 3
[cells in the mapped netlist, drive strengths merged, types with 2 or more instances]
cell type and count:
a22oi 13, dfrtp 192, a21oi 25, buf 16
nand2b 19, and3 2, nor2 24, clkbuf 27
o221ai 18, a22o 13, o211a 13, or2 4
nor2b 3, nand2 45, mux2 210, dfxtp 5
edfxtp 6, inv 4, a221oi 14, o21ai 51
nand4b 2
[through the flow]
step / cell area (um^2) / instances / setup slack (ns)
3_5_place_dp: 10690 / 1173 / 3.629
2_1_floorplan: 9375 / 715 / 2.361
4_1_cts: 11410 / 1212 / 3.069
5_1_grt: 11410 / 1213 / 2.890
6_report: 11410 / 1213 / 3.116
3_3_place_gp: 10690 / 1173 / 3.633
[worst max-delay path by stage]
| stage | to | slack, ns | from |
|---|---|---|---|
| after global routing | RDATA[30] | 2.89 | r_addr[2] |
| final | RDATA[30] | 3.12 | r_addr[2] |
| after CTS | RDATA[30] | 3.07 | r_addr[2] |
[placed cells by master, fill, tap and decap left out, drive strengths merged, types with 2 or more instances in the layout]
cell | synthesis | layout
nor2 | 24 | 24
a221oi | 14 | 14
clkbuf | 27 | 29
nand2 | 45 | 45
dfxtp | 5 | 5
or2 | 4 | 4
clkinv | 0 | 5
dfrtp | 192 | 192
a22oi | 13 | 13
clkdlybuf4s50 | 0 | 89
nand2b | 19 | 19
a22o | 13 | 13
o21ai | 51 | 51
a21oi | 25 | 25
edfxtp | 6 | 6
buf | 16 | 16
o221ai | 18 | 18
inv | 4 | 7
nor2b | 3 | 3
mux2 | 210 | 210
nand4b | 2 | 2
and3 | 2 | 2
o211a | 13 | 13
Power figures rest on the tool's default switching activity, not on a simulated workload.
